==> design/flow/design.v <==
`timescale 1ns / 1ps
module control(
    input        clk,
    input        start_n,
    input  [8:0] divisor_mag,
    input        diff_neg,
    output reg   enable,
    output reg   bit_in,
    output reg   done,
    output reg   DVZ
);
    localparam S_INIT = 2'b00, S_COUNT = 2'b01, S_ERROR = 2'b10;
    reg [1:0] state = S_INIT;
    reg [2:0] count = 3'b000;
    always @(posedge clk) begin
        case(state)
           S_INIT:  begin
                    enable <= 1'b0;
                    done <= 1'b1;
                    DVZ <= 1'b0;
                    if (!start_n) begin
                        if (divisor_mag == 9'd0) begin
                            state <= S_ERROR;
                            end
                        else begin
                            state <= S_COUNT;
                            count <= 3'b000;
                            end
                        end
                    else begin
                        state <= S_INIT;
                        end               
                    end
            S_ERROR: begin
                     enable <= 1'b0;
                     done <= 1'b0;
                     DVZ <= 1'b1;
                     if (!start_n && divisor_mag != 9'd0) begin
                         state <= S_COUNT;
                         count <= 3'b000;
                         end
                     end
            S_COUNT: begin
                     enable <= 1'b1;
                     done <= 1'b0;
                     DVZ <= 1'b0;
                     if (diff_neg) begin
                        bit_in <= 1'b0;
                        end
                     else begin
                        bit_in <= 1'b1;
                        end   
                     if (count == 3'b111) begin
                        count <= 3'b000;
                        state <= S_INIT;
                        end
                     else begin
                        count <= count + 1'b1;
                        state <= S_COUNT;
                        end
                     end 
            default: state <= S_INIT;                    
        endcase                     
    end
endmodule    
==> design/flow/run.sh <==
#!/bin/bash
# OpenROAD 26Q1-2900-gdf79404cd8, Yosys 0.63+post, stock flow scripts
make -C /OpenROAD-flow-scripts/flow DESIGN_CONFIG=/design/flow/config.mk WORK_HOME=/design/flow/orfs finish
==> design/flow/config.mk <==
export PLATFORM = sky130hd
export DESIGN_NAME = control
export DESIGN_NICKNAME = control
export VERILOG_FILES = /design/flow/design.v
export SDC_FILE = /design/flow/constraint.sdc
export NUM_CORES = 4
export LEC_CHECK = 1
export CORE_AREA = 10 10 70 70
export DIE_AREA = 0 0 80 80
==> design/flow/constraint.sdc <==
current_design control

set clk_period 2.0
set clk_io_pct 0.2

create_clock -name clk0 -period $clk_period [get_ports {clk}]

set non_clock_inputs [all_inputs -no_clocks]
set_input_delay [expr $clk_period * $clk_io_pct] -clock clk0 $non_clock_inputs
set_output_delay [expr $clk_period * $clk_io_pct] -clock clk0 [all_outputs]
==> results.py <==
# Auto-generated metrics
metrics = {
    "status": {
        "status": "finished clean",
    },
    "sta": {
        "clock_skew_ps": 0.449,
        "hold_viol": 0,
        "finalClockPeriodUsage_pct": 94.0,
        "tightest_slew_ps": 317,
        "layout_min_cycle_time_ps": 1880,
        "hold_slack_ps": 576,
        "grt_setup_unrepaired": "no",
        "relSlewSlack_pct": 78.6,
        "final_max_slew_viol_count": 0,
        "finalSetupViolCount": 0,
        "max_freq_ghz": 0.532,
        "fin_ws_ps": 120,
    },
    "power_and_ir_drop": {
        "ir_drop_uv": 231,
        "power_density_mw_per_mm2": 992,
        "p_leak_nw": 0.286,
        "power_w": 0.000710,
    },
    "critical_path": {
        "r2r_slack_ps": 410,
        "cp-start-kind": "input port",
        "arrival_ps": 1860,
        "crit-reg2reg-launch": "state[0]",
        "worst-path-max-fanout": 3,
        "path_class": "in2reg",
        "worst_r2r_path_depth": 4,
        "required_ps": 1990,
        "worst_r2r_endpoint": "count[2]",
        "endpoint_kind": "register",
    },
    "global_route": {
        "grt_antenna_before_repair": 0,
        "grt_pass1_vias": 357,
        "grt_remaining_overflow": 0,
        "grt_usage_pct": 2.79,
        "grt_pass1_wl_um": 1390,
        "grt_max_degree": 6,
    },
    "place": {
        "dp_slack_ps": -134,
        "place.gp.congestion": 0.731,
        "dpl-instance-area_um2": 689,
        "portBuffers": 15,
        "dp_hpwl_um": 755,
    },
    "clock_network": {
        "cts_buffers": 3,
        "clk_pin_slew_ps": 50,
        "post_cts_resize_count": 0,
        "cts.htree.levels": 1,
        "postCtsSetupBuffers": 0,
        "cts.sinks": 9,
        "cts_tree": "done",
        "cts_max_path_buffers": 2,
        "clk_latency_ps": 250,
        "cts_hold_buf": 0,
        "root_buffer": "clkbuf_4",
    },
    "detailed_routing": {
        "num_antenna_cells": 0,
        "wl_um": 857,
        "wl_met1_um": 408,
        "viasPerCell": 3.25,
        "dr.pass1.iters": 3,
        "drt_iter0_markers": 6,
        "route.detailed.drc": 0,
        "highest_layer": "met3",
        "vias": 335,
        "wl_met2_um": 259,
        "antenna_left": 0,
        "dr_wl_met3_um": 188,
        "wl_per_cell_um": 8.32,
    },
    "yosys": {
        "synth_flops": 9,
        "ys_cells": 38,
        "synth_cell_types": 15,
        "ys_seq_share_pct": 56.1,
        "ys_area_um2": 482,
        "syn_area_um2": 482,
        "avgSynthCellArea_um2": 12.7,
        "yosys_warnings": 1,
        "synth_cells": 38,
    },
    "die": {
        "floorplan.rows": 21,
        "coreArea_mm2": 0.00342,
        "die_h_um": 80,
        "die_w_um": 80,
        "initial_core_util_pct": 14.1,
        "io_pins": 16,
        "die_area_mm2": 0.00640,
    },
    "job": {
        "max-cap-violations": 0,
        "openroad.warnings": 28,
    },
    "cells_and_area": {
        "drive_above_1_share_pct": 10.5,
        "nFillCells": 383,
        "final_cell_mix": "clkdlybuf4s50_1, edfxtp_1, inv_1, ha_1",
        "lay_top_count": "clkdlybuf4s50_1",
        "areaGrowthSynthToFinish_pct": 48.6,
        "final_cell_area_um2": 716,
    },
    "min_path": {
        "holdCritStartpoint": "count[0]",
        "whs_endpoint": "count[0]",
        "hold_depth": 1,
        "hold_path_class": "reg2reg",
    },
}
==> kinds of logic after synthesis <==
family,count (synthesis),synth area share (%)
AND/OR/NAND/NOR,13,16.4
flip-flops,9,56.1
buffers and inverters,6,4.67
adder cells (fa/ha/maj),6,15.6
AND-OR/OR-AND,4,7.27
==> area by class of cell <==
cell class / count / area (µm²) / share of cell area (%)
sequential: 9 / 270 / 37.8
multi-input combinational: 23 / 189 / 26.4
timing repair buffer: 15 / 150 / 21.0
tap: 46 / 57.6 / 8.04
clock buffer: 4 / 26.3 / 3.67
inverter: 6 / 22.5 / 3.15
==> registers in the layout (all words and copies together), names as in the netlist <==
register and count:
count 3, bit_in 1, state 2, DVZ 1
done 1, enable 1
==> how the worst max path moves through the flow <==
stage,from,endpoint,slack (ps),cells past startpoint
global route,divisor_mag[6],count[0],90,4
finish,divisor_mag[6],count[2],120,4
CTS,divisor_mag[6],count[2],130,4
==> stage by stage <==
step           TNS, ps  std cells  utilization [%]
2_1_floorplan        0         38                -
3_3_place_gp      -577         99             20.2
3_5_place_dp      -609         99             20.2
4_1_cts              0        103             21.0
5_1_grt              0        103             21.0
6_report             0        103             21.0
==> synthesized netlist by cell type <==
master	number	share of area, %
or3_1	1	1.3
a21oi_1	2	2.1
o41ai_1	1	1.8
nor4_1	1	1.3
edfxtp_1	9	56
ha_1	6	16
and3_1	1	1.3
or2_2	1	1.3
nand2_1	1	0.78
and2_1	2	2.6
or4_4	1	2.3
inv_1	6	4.7
nor2b_1	3	3.9
o41ai_2	1	3.4
nor2_1	2	1.6
==> worst max-delay path: stages <==
cell and delay [ps]:
clkdlybuf4s50_1 400, or4_4 550, o41ai_2 340, a21oi_1 180
==> power breakdown <==
group | leakage (nW) | switching [W] | internal, W
Sequential | 0.0974 | 0.0000266 | 0.000312
Clock | 0.0150 | 0.0000553 | 0.0000764
Combinational | 0.174 | 0.0000953 | 0.000144
Total | 0.286 | 0.000177 | 0.000533
==> routing by layer <==
metal	global-route usage (%)	vias to the layer above
li1	-	174
met1	3.45	142
met2	3.13	19
met3	3.41	0
met4	0	0
met5	0	-
Power and IR drop assume default switching activity.
